<file path="/design/flow/run.sh">
#!/bin/bash
# OpenROAD 26Q1-2900-gdf79404cd8, Yosys 0.63+post, stock flow scripts
make -C /OpenROAD-flow-scripts/flow DESIGN_CONFIG=/design/flow/config.mk WORK_HOME=/design/flow/orfs finish
</file>
<file path="/design/flow/config.mk">
export PLATFORM = sky130hd
export DESIGN_NAME = collision
export DESIGN_NICKNAME = collision
export VERILOG_FILES = /design/flow/design.v
export SDC_FILE = /design/flow/constraint.sdc
export NUM_CORES = 4
export LEC_CHECK = 1
export CORE_UTILIZATION = 50
</file>
<file path="/design/flow/constraint.sdc">
current_design collision

set clk_period 14.6
set clk_io_pct 0.2

create_clock -name clk0 -period $clk_period [get_ports {VGA_Clk}]
create_clock -name clk1 -period $clk_period [get_ports {frame_Clk}]

set non_clock_inputs [all_inputs -no_clocks]
set_input_delay [expr $clk_period * $clk_io_pct] -clock clk0 $non_clock_inputs
set_output_delay [expr $clk_period * $clk_io_pct] -clock clk0 [all_outputs]
</file>
<file path="/design/flow/design.v">
module collision (	input VGA_Clk, frame_Clk, Reset, 
						input logic [1:0] char_signal,
						input logic [10:0] ball_on,
						input logic signed [20:0] BallY, BallX, Ball_Size,
						input logic [9:0] DrawX, DrawY,
						input logic signed [20:0] baseX,
						output logic signed[20:0] Ground_Y, Ceiling_Y, Right_X, Left_X,
						output fall, coin1, coin2, coin3); 
		logic signed [20:0] store_tallest_ground = 21'd999;
		logic signed [20:0] store_smallest_ceiling = -100;
		logic signed [20:0] store_smallest_right = 21'd5000;
		logic signed [20:0] store_biggest_left = 21'd0;
		logic signed [20:0] counter = 0;
		logic new1, new2;
		always_ff @ (posedge frame_Clk) 
		begin
				if (fall) begin
					Ground_Y <= 999;  
				end
				else begin 
					Ground_Y <= store_tallest_ground; 
				end
				Ceiling_Y <= store_smallest_ceiling;
				Right_X <= store_smallest_right;
				Left_X <= store_biggest_left;
		end
		always_ff @ (posedge VGA_Clk) begin
				if (Reset) begin 
						fall  <= 0;
						coin1 <= 0;
						coin2 <= 0;
						coin3 <= 0;
				end
				else begin 
					counter = counter + 1;
					if ((DrawX + baseX >= BallX) && (DrawX + baseX < BallX + Ball_Size) && (DrawY > BallY + Ball_Size)) begin 
							if ( ( (ball_on == 2) || (ball_on == 8) ||
								(char_signal == 2'd0 && ball_on == 3) || (char_signal == 2'd1 && ball_on == 1))
									&& (DrawY < store_tallest_ground))  begin 
									store_tallest_ground <= DrawY - 32;
							end
							if ((ball_on == 4) && (char_signal == 2'd0 || char_signal == 2'd1)  && (DrawY < BallY + Ball_Size + 30)
								&& (DrawY < store_tallest_ground)) begin 
									store_tallest_ground <= DrawY - 32;
							end
							if (ball_on == 9 && (char_signal == 2'd0 || char_signal == 2'd1) && (DrawY < BallY + Ball_Size + 30 )) begin 
									coin1 <= 0;
							end
							if (ball_on == 10 && (char_signal == 2'd0 || char_signal == 2'd1) && (DrawY < BallY + Ball_Size + 30 )) begin 
									coin2 <= 0;
							end
							if (ball_on == 11 && (char_signal == 2'd0 || char_signal == 2'd1) && (DrawY < BallY + Ball_Size + 30 )) begin 
									coin3 <= 0;
							end
					end
					if ((DrawX + baseX >= BallX) && (DrawX + baseX < BallX + Ball_Size) && (DrawY < BallY)) begin  
							if ( ( (ball_on == 2) || (ball_on == 8) ||
								(char_signal == 2'd0 && ball_on == 3) || (char_signal == 2'd1 && ball_on == 1))
									&& (DrawY > store_smallest_ceiling))  begin 
									store_smallest_ceiling <= DrawY;
							end
							if ((ball_on == 8 && (char_signal == 2'd0 || char_signal == 2'd1))  && 
								((DrawY < BallY)  && (DrawY > BallY - 2))  && 
								(DrawX + baseX) >= 224 && (DrawX + baseX) < 288 ) begin 
									coin1 <= 1;
							end
							if ((ball_on == 8 && (char_signal == 2'd0 || char_signal == 2'd1))  && 
								((DrawY < BallY)  && (DrawY > BallY - 2))  && 
								(DrawX + baseX) >= 2176 && (DrawX + baseX) < 2208) begin 
									coin2 <= 1;
							end
							if ((ball_on == 8 && (char_signal == 2'd0 || char_signal == 2'd1))  && 
								((DrawY < BallY)  && (DrawY > BallY - 2))  && 
								(DrawX + baseX) >= 3200 && (DrawX + baseX) < 3232) begin 
									coin3 <= 1;
							end
							if ((ball_on == 4 && (char_signal == 2'd0 || char_signal == 2'd1))  && 
								((DrawY < BallY)  && (DrawY > BallY - 2)) ) begin 
									fall <= 1;
							end
							if ( ((ball_on == 1 || ball_on == 3) && (char_signal == 2'd2))  &&   
								(DrawY > BallY - 20))  begin 
									fall <= 1;
							end
					end
					if ((DrawY >= BallY) && (DrawY < BallY + Ball_Size) && (DrawX + baseX > BallX + 32)) begin 
							if ( ( (ball_on == 2) || (ball_on == 8) || (char_signal == 2'd0 && ball_on == 3) 
									|| (char_signal == 2'd1 && ball_on == 1)) && (DrawX + baseX < store_smallest_right)) begin 
									store_smallest_right <= DrawX + baseX;
							end
							if ((ball_on == 4 && (char_signal == 2'd0 || char_signal == 2'd1))  && 
								((DrawX + baseX < BallX + 32)  && (DrawX + baseX > BallX + 30)) ) begin 
									fall <= 1;
							end
							if (ball_on == 9 &&  (char_signal == 2'd0 || char_signal == 2'd1) && (DrawX + baseX < BallX + Ball_Size + 30 )) begin 
									coin1 <= 0;
							end
							if (ball_on == 10 &&  (char_signal == 2'd0 || char_signal == 2'd1) && (DrawX + baseX < BallX + Ball_Size + 30 )) begin 
									coin2 <= 0;
							end
							if (ball_on == 11 &&  (char_signal == 2'd0 || char_signal == 2'd1) && (DrawX + baseX < BallX + Ball_Size + 30 )) begin 
									coin3 <= 0;
							end
					end
					if ((DrawY >= BallY) && (DrawY < BallY + Ball_Size) && (DrawX + baseX< BallX)) begin 
							if ( ( (ball_on == 2) || (ball_on == 8) || (char_signal == 2'd0 && ball_on == 3) || (char_signal == 2'd1 && ball_on == 1) )
									&& (DrawX > store_biggest_left))  begin 
									store_biggest_left <= DrawX;
							end
							if ((ball_on == 4 && (char_signal == 2'd0 || char_signal == 2'd1))  && 
								((DrawX + baseX < BallX )  && (DrawX + baseX > BallX - 2)) ) begin 
									fall <= 1;
							end
							if (ball_on == 9  && (char_signal == 2'd0 || char_signal == 2'd1) && (DrawX + baseX > BallX - 5 ) ) begin 
									coin1 <= 0;
							end
							if (ball_on == 10  && (char_signal == 2'd0 || char_signal == 2'd1) && (DrawX + baseX > BallX - 5 ) ) begin 
									coin2 <= 0;
							end
							if (ball_on == 11  && (char_signal == 2'd0 || char_signal == 2'd1) && (DrawX + baseX > BallX - 5 ) ) begin 
									coin3 <= 0;
							end
					end
					new1 <= frame_Clk;
					new2 <= new1;
					if ( new1 == 1 && new2 == 0 ) begin 
							if (BallY >=  600) begin 
								fall <= 0;
							end
							store_tallest_ground <= 21'd999;
							store_smallest_ceiling <= 21'd0;
							store_smallest_right <= 21'd5000;
							store_biggest_left <= 21'd0;
					end
				end
		end
endmodule
</file>
==> qor.txt <==
outcome: complete, but fails checks
failing checks: negative hold slack
vias post-DR: 14200
CP most frequent cell: a21oi_1
Core Util, Final: 60.2%
Finish-stage setup viols: 0
Area Growth Syn to Fin: 17.5%
top cells, area: ha_1 (26%), edfxtp_1 (10%), dfxtp_1 (7.2%), xnor2_1 (6.1%), inv_1 (4.6%)
yosys stat chip area: 0.0158 mm²
worst slew pin tran: 0.900 ns
HPWL after detailed placement: 39700 µm
routed length per placed instance: 19.2 µm
Synth area leader: ha_1
initial antenna violation count: 5
Port Buf Inserts: 195
Mapped Avg Cell Area: 8.47 µm²
Die Height: 180 µm
startpoint types: input pin
CTS resizes: 0
first-pass GRT wire length: 74100 µm
initial cell density of the core: 51.3%
grt ovf: 0
CP Cell Sequence: clkdlybuf4s50_1, ha_1, inv_1, fa_1, nor2b_1, o31a_1, o311ai_1, a21oi_1, nand3_1, xor2_1, inv_1, ha_1, a21oi_1, o21ai_0, a221o_1, a21oi_1, a21boi_0, o21ai_0, o22ai_1, o21ai_1, a2111oi_1, a21oi_1
fin. max-slew vios: 0
# rows: 64
Buffers & Inverters on Critical Path: 3
final hold slack: -0.0209 ns
Post CTS Setup Buffer Count: 0
Hold Path Class: clock port to register
clk slew on worst S/H paths: 0.05 ns
largest net degree at the start of global routing: 37
Max-cap violations: 0
Synth warnings: 22
Setup TNS: 0 ns
combinational share of power: 51.6%
vias in the first global route: 13600
IO Pins: 208
list of most frequent post-synthesis cells: ha_1 (329), inv_1 (195), xnor2_1 (110), nor2_1 (109), a21oi_1 (107)
tool warnings: 74
DR iter-0 viols: 740
Slew HR: 39.2%
Commonest flop: dfxtp_1
core area: 0.0308 mm²
layout cells sized above 1: 3.99%
sequential power share: 26.4%
CP delay by family, top: AND-OR/OR-AND gates
Crit. End Element: register
Internal: 0.975 mW
leakage: 8.18 nW
DRC viols: 0
Seq share, synth: 17.7%
DRT antenna net count: 0
CP max stage cell: a21boi_0
global placement routability congestion: 0.986
post-synthesis cell type count: 87
Hold Buf Count CTS: 0
CP required: 14.81 ns
Max VDD drop: 61.1 µV
routed wire length: 47000 µm
critical path data arrival time: 8.95 ns
Final Hold Vio Count: 1
Netlist Area Pre-Place: 0.0158 mm²
Clk network pwr share: 22.0%
overall global routing resource usage: 30.2%
CP peak stage delay: 0.71 ns
CTS tree: yes
number of standard cells after synthesis: 1865
Top-area cell share: 26.0%
ys cells: 1865
ys flops: 112
unrepaired setup endpoints after global routing: false
Max FO, Critical Path: 7
switching portion of total power: 38.0%
crit path kind: input pin to register
via/cell ratio: 5.78
die area: 0.0323 mm²
chip width: 180 µm
NetSw: 0.597 mW
fraction of registers with async set/reset: 0%
Setup Skew: 0.00578 ns
1st-pass router iterations: 28
Synth top cell by count: ha_1
power per cell area: 84.7 mW/mm²
Post-synth EDFFs: 55
==> area by class of cell <==
class,instances,area [µm²]
repair buffers,214,2090
diodes,1,2.50
fillers,2683,12300
clock inverters,5,30.0
multi-input cells,1505,12000
clock buffers,22,444
inverters,197,739
flip-flops and latches,112,2790
well taps,396,495
==> power groups by stage <==
stage         clock network (mW)  logic, mW  registers, mW
CTS                        0.355      0.810          0.416
global route               0.365      0.910          0.423
finish                     0.345      0.811          0.415
==> layer usage <==
layer	global-route usage, %	vias to the layer above	wire (µm)
met3	6.38	68	3500
met4	6.38	6	1230
met5	0	-	38
li1	-	7079	-
met1	44.2	6535	21600
met2	46.9	484	20600
==> state kept, by name, summed over array words and instances, names as in the netlist <==
signal,cells
Right_X,21
store_smallest_right,21
Ceiling_Y,11
Ground_Y,11
store_smallest_ceiling,11
store_tallest_ground,11
Left_X,10
store_biggest_left,10
coin1,1
coin2,1
coin3,1
fall,1
new1,1
new2,1
==> cells by family (layout without fill, tap and decap cells) <==
logic type                 after synthesis  count (layout)  share of synthesized area, %
xor gates and xnor gates               141             141                          7.81
and+or+nand+nor                        547             547                          18.5
other                                    1              13                        0.0237
DFF                                    112             112                          17.7
muxes                                    4               4                         0.269
adders and majority gates              362             362                          30.2
AOI/OAI and AO/OA                      439             439                          18.6
buffers and inverters                  259             438                          6.90
==> cells in the final DEF (no fill, tap or decap), types with 33 or more instances in the layout <==
cell type        synthesis  routed
inv_1                  195     195
a21o_1                  50      50
fa_1                    33      33
xnor2_1                110     110
edfxtp_1                55      55
and2_1                  33      33
nand4_1                 42      42
nor2_1                 109     109
nand2_1                 98      98
clkdlybuf4s50_1          0     195
nor3_1                  52      52
ha_1                   329     329
o21ai_0                 82      82
nand3_1                 44      44
a21oi_1                107     107
dfxtp_1                 57      57
==> worst paths after layout <==
check / from / endpoint / slack, ns / cells after the start
min in group clk1: store_smallest_ceiling[9]$_SDFFCE_PP0P_ / Ceiling_Y[9]$_DFF_P_ / 0.28 / 0
min reg2reg: store_smallest_ceiling[9]$_SDFFCE_PP0P_ / Ceiling_Y[9]$_DFF_P_ / 0.28 / 0
max in group clk1: fall$_SDFF_PP0_ / Ground_Y[8]$_SDFF_PP1_ / 13.81 / 1
min: frame_Clk / new1$_DFFE_PN_ / -0.02 / 2
max reg2reg: store_smallest_right[1]$_SDFFCE_PP0P_ / store_smallest_right[13]$_SDFFCE_PP0P_ / 11.49 / 12
max: DrawX[0] / coin3$_SDFF_PP0_ / 5.86 / 22
==> metrics by stage <==
| step | instances | setup WS [ns] | instance area [µm²] | power [mW] |
|---|---|---|---|---|
| after CTS | 2451 | 5.96 | 18600 | 1.58 |
| after global routing | 2452 | 5.51 | 18600 | 1.70 |
| final | 2452 | 5.86 | 18600 | 1.57 |
| after floorplan | 1876 | 6.90 | 15800 | 0.946 |
| after global placement | 2424 | 5.71 | 18100 | 1.22 |
| after detailed placement | 2424 | 5.60 | 18100 | 1.23 |
Power is estimated from default activity; no workload was simulated.
